===== run.sh =====
#!/bin/bash
# OpenROAD 26Q1-2900-gdf79404cd8, Yosys 0.63+post, stock flow scripts
make -C /OpenROAD-flow-scripts/flow DESIGN_CONFIG=/design/flow/config.mk WORK_HOME=/design/flow/orfs finish

===== config.mk =====
export PLATFORM = sky130hd
export DESIGN_NAME = uart
export DESIGN_NICKNAME = uart
export VERILOG_FILES = /design/flow/design.v
export SDC_FILE = /design/flow/constraint.sdc
export NUM_CORES = 4
export LEC_CHECK = 1
export CORE_UTILIZATION = 40

===== constraint.sdc =====
current_design uart

set clk_period 8.6
set clk_io_pct 0.2

create_clock -name clk0 -period $clk_period [get_ports {clk}]

set non_clock_inputs [all_inputs -no_clocks]
set_input_delay [expr $clk_period * $clk_io_pct] -clock clk0 $non_clock_inputs
set_output_delay [expr $clk_period * $clk_io_pct] -clock clk0 [all_outputs]

===== design.v =====
`timescale 1ns/1ps
module fifo_tx (
    input  wire       clk_fifo_tx,
    input  wire [7:0] data_in,
    input  wire       wr_en,
    input  wire       start_tx,
    input  wire       next_frame,
    output reg  [7:0] data_out,
    output reg        fifo_tx_status
);
    reg [7:0] mem [0:15];
    reg [3:0] wr_ptr = 0;
    reg [3:0] rd_ptr = 0;
    reg [4:0] count  = 0;
    always @(posedge clk_fifo_tx) begin
        if (wr_en) begin
            mem[wr_ptr] <= data_in;
            wr_ptr <= wr_ptr + 1;
            if (count < 16) count <= count + 1;
        end
        if (next_frame || start_tx) begin
            if (count > 0) begin
                data_out <= mem[rd_ptr];
                rd_ptr <= rd_ptr + 1;
                count <= count - 1;
                fifo_tx_status <= 1'b1;
            end else begin
                fifo_tx_status <= 1'b0;
            end
        end
    end
endmodule
`timescale 1ns/1ps
module receiver #(
    parameter BAUD_DIV = 100
)(
    input  wire clk_r,
    input  wire rx,
    output reg  dma_rxend,
    output reg [7:0] data_out
);
    parameter rx_idle     = 3'b000,
              rx_start    = 3'b001,
              rx_data     = 3'b010,
              rx_stop     = 3'b011,
              rx_transfer = 3'b100;
    reg [2:0] mode_r = rx_idle;
    reg [9:0] rsr;
    reg [7:0] rhr;
    integer clk_cnt = 0;
    integer index_r = 0;
    reg rxrdy = 0;
    always @(posedge clk_r) begin
        case(mode_r)
            rx_idle: begin
                dma_rxend <= 0;
                if (rx == 1'b0) begin
                    mode_r <= rx_start;
                    clk_cnt <= 0;
                    index_r <= 0;
                end
            end
            rx_start: begin
                if (clk_cnt == (BAUD_DIV/2)) begin
                    if (rx == 1'b0) begin
                        clk_cnt <= 0;
                        mode_r <= rx_data;
                        index_r <= 0;
                    end else
                        mode_r <= rx_idle;
                end else
                    clk_cnt <= clk_cnt + 1;
            end
            rx_data: begin
                if (clk_cnt == BAUD_DIV-1) begin
                    rsr[index_r] <= rx;
                    clk_cnt <= 0;
                    if (index_r < 7) begin
                        index_r <= index_r + 1;
                    end else begin
                        mode_r <= rx_stop;
                    end
                end else
                    clk_cnt <= clk_cnt + 1;
            end
            rx_stop: begin
                if (clk_cnt == BAUD_DIV-1) begin
                    if (rx == 1'b1) begin
                        rhr <= rsr[7:0];
                        data_out <= rsr[7:0];
                        rxrdy <= 1;
                        dma_rxend <= 1;
                        mode_r <= rx_transfer;
                    end else begin
                        mode_r <= rx_idle;
                    end
                    clk_cnt <= 0;
                end else
                    clk_cnt <= clk_cnt + 1;
            end
            rx_transfer: begin
                rxrdy <= 0;
                mode_r <= rx_idle;
            end
        endcase
    end
endmodule
`timescale 1ns/1ps
module transmitter #(
    parameter BAUD_DIV = 100    
)(
    input  wire [7:0] pc_t,
    input  wire       clk,
    input  wire       fifo_status,
    output reg        tx,
    output reg        dma_txend
);
    parameter tx_idle  = 2'b00,
              tx_start = 2'b01,
              tx_data  = 2'b10,
              tx_stop  = 2'b11;
    reg [1:0] mode = tx_idle;
    reg [9:0] tsr;
    integer   clk_count = 0;
    integer   index = 0;
    reg       txrdy = 1'b1;
    always @(posedge clk) begin
        case(mode)
            tx_idle: begin
                tx <= 1'b1;
                dma_txend <= 1'b1;
                if (fifo_status && txrdy) begin
                    tsr <= {1'b1, pc_t, 1'b0};  
                    mode <= tx_start;
                    txrdy <= 1'b0;
                    clk_count <= 0;
                    index <= 0;
                end
            end
            tx_start, tx_data, tx_stop: begin
                tx <= tsr[index];
                if (clk_count < BAUD_DIV-1) begin
                    clk_count <= clk_count + 1;
                end else begin
                    clk_count <= 0;
                    index <= index + 1;
                    if (index == 9) begin
                        mode <= tx_idle;
                        txrdy <= 1'b1;
                        dma_txend <= 1'b1;
                    end else begin
                        mode <= tx_data;
                    end
                end
            end
        endcase
    end
endmodule
`timescale 1ns/1ps
module uart (
    input  wire       clk,
    input  wire [7:0] pc_in_t,
    input  wire       wr_en,
    input  wire       start_tx,
    output wire [7:0] pc_out_r,
    output wire       tx,
    input  wire       rx,
    output wire       rx_done
);
    wire [7:0] data;
    wire fifo_status;
    wire dma_txend;
    fifo_tx ft (
        .clk_fifo_tx(clk),
        .data_in(pc_in_t),
        .wr_en(wr_en),
        .start_tx(start_tx),
        .next_frame(dma_txend),
        .data_out(data),
        .fifo_tx_status(fifo_status)
    );
    transmitter #(.BAUD_DIV(100)) t (
        .pc_t(data),
        .clk(clk),
        .fifo_status(fifo_status),
        .tx(tx),
        .dma_txend(dma_txend)
    );
    receiver #(.BAUD_DIV(100)) r (
        .clk_r(clk),
        .rx(tx),  
        .dma_rxend(rx_done),
        .data_out(pc_out_r)
    );
endmodule

==> flow_metrics.py <==
# Physical implementation metrics
metrics = {
    "status": {
        "status": "complete, no violations",
    },
    "global_route": {
        "track_usage_pct": 17.2,
        "grt-ovfl-total": 0,
        "grt_first_pass_wirelength_um": 51100,
        "grt_max_degree": 38,
        "antenna_found_initial": 0,
        "grt_pass1_vias": 10100,
    },
    "clock_tree": {
        "clock_latency_ps": 540,
        "htree_num_levels": 2,
        "clock-sinks": 310,
        "hold_buffers": 0,
        "post_cts_buffers": 0,
        "cts_resized": 0,
        "cts_buffers": 35,
        "cts_tree": "done",
        "clockBufferDepth": 3,
        "clkTransAtPathRegs_ps": 60,
        "cts-root-buf": "clkbuf_16",
    },
    "critical_path": {
        "r2r_setup_slack_ps": 4100,
        "critPathRequiredTime_ps": 8890,
        "startpoint_type": "flop",
        "slowest_stage": "nor4b_4",
        "crit_buf_inv": 1,
        "crit_path_max_fanout": 11,
        "cp-end-kind": "flop",
        "crit_chain": "inv_1 -> ha_1 -> nor4b_4 -> nand4_1 -> or3_1 -> a221oi_1 -> mux2i_1 -> a2111oi_2 -> and4_1 -> nand3_1 -> mux2_4",
        "arrival_ps": 4790,
        "r2r_end": "r.rsr[7]",
        "crit_start": "r.index_r[0]",
        "rr_worst_depth": 11,
        "worstReg2RegStart": "r.index_r[0]",
        "path_class": "flop to flop",
        "crit_family": "simple AND/OR/NAND/NOR gates",
        "slowest_delay_ps": 680,
    },
    "layout": {
        "syn_to_final_growth_pct": 11.6,
        "final_util_pct": 45.6,
        "seqCellArea_um2": 9290,
        "drive_gt1_share_pct": 7.98,
        "fillCellCount": 3406,
        "comb_area_um2": 5820,
    },
    "drt": {
        "drt_wl_total_um": 30100,
        "drc": 0,
        "drt-initial-drc-count": 710,
        "drt_first_pass_iters": 7,
        "routed-via-count": 10000,
        "insertedDiodeCount": 0,
        "antenna_left": 0,
        "routedWlPerCell_um": 16.3,
        "via_per_inst": 5.42,
    },
    "sta": {
        "drv_slew": 0,
        "fin_tns_setup_ps": 0,
        "setup_violations": 0,
        "fin_hold_ws_ps": 418,
        "finClkSkew_ps": 22.0,
        "max_slew_margin_pct": 42.3,
        "min_period_over_period_pct": 52.4,
        "hold_violations": 0,
        "worst_slew_pin_slew_ps": 858,
        "rsz0062_at_grt": "no",
        "period_needed_ps": 4500,
        "fmaxAchievable_ghz": 0.222,
    },
    "placement": {
        "hpwl_um": 19100,
        "io_buffers": 19,
        "gp_congestion": 0.870,
    },
    "yosys": {
        "ys_seq_elements": 310,
        "yosysWarningCount": 3,
        "netlist_area_um2": 15500,
        "syn_area_per_cell_um2": 11.8,
        "ys_seq_share_pct": 60.1,
        "edf_count": 308,
        "yosys_area_um2": 15500,
        "synthesis.instances": 1313,
        "synthArstFlopShare_pct": 0,
        "ys_cells": 1313,
        "ff_type": "edfxtp_1",
        "ys_types": 64,
    },
    "floorplan": {
        "die_w_um": 199,
        "pin_count": 22,
        "dieHeight_um": 199,
        "num_rows": 71,
        "fp_util_pct": 40.8,
        "core_um2": 37800,
        "chipArea_um2": 39400,
    },
    "hold_path": {
        "min-delay-start": "ft.data_out[7]",
        "min_to": "t.tsr[8]",
        "min-delay-path-class": "flop to flop",
        "min_path_cells": 0,
    },
    "power_and_ir_drop": {
        "power.leakage_nw": 5.90,
        "switchingPower_mw": 0.943,
        "power_density_nw_per_um2": 215,
        "p_int_mw": 2.77,
        "swShare_pct": 25.4,
        "peakVddDrop_mv": 0.186,
        "power_frac_clock_pct": 39.1,
        "comb_power_share_pct": 12.9,
        "pwr-share-seq_pct": 48.1,
    },
    "run": {
        "drv_cap": 0,
        "warnings": 33,
    },
}
per-stage QoR:
stage | worst slack, ps | cell area (um^2) | instances | power (mW)
floorplan | 5000 | 15500 | 1313 | 2.16
global placement | 4190 | 16100 | 1788 | 2.29
global route | 3840 | 17300 | 1852 | 3.87
finish | 4100 | 17300 | 1852 | 3.71
detailed placement | 4120 | 16100 | 1788 | 2.30
CTS | 4140 | 17300 | 1852 | 3.76
registers in the layout, indices dropped and copies added (netlist names):
signal	flops
ft.mem	128
t.txrdy	1
t.tx	1
t.mode	2
r.dma_rxend	1
r.mode_r	3
t.tsr	8
t.clk_count	32
r.clk_cnt	32
r.rsr	8
ft.rd_ptr	4
ft.data_out	8
t.index	32
ft.count	5
ft.wr_ptr	4
r.index_r	32
ft.fifo_tx_status	1
r.data_out	8
cell usage in the layout, fill, tap and decap left out, types with 5 or more instances in the layout:
master	Yosys	layout
ha_1	14	14
nor3_1	19	19
nand2_1	96	96
nand2b_1	15	15
a31oi_1	7	7
buf_4	1	14
clkinv_2	0	5
mux2i_1	30	30
and2_1	23	23
nand4_1	26	26
a21oi_1	48	48
o211ai_1	5	5
o31ai_1	13	13
mux4_2	17	17
o21ai_0	85	85
clkinv_1	0	8
o22ai_1	5	5
nor2_1	149	148
inv_1	27	27
mux2_1	5	5
or3_1	25	25
nand3_1	66	66
a22oi_1	9	9
edfxtp_1	308	308
a221oi_1	10	10
xor2_1	59	59
clkinvlp_4	0	5
nor2b_1	14	14
and3_1	34	34
clkbuf_16	0	35
nor4_1	34	34
and4_1	6	6
mux2_2	7	7
clkdlybuf4s50_1	0	19
xnor2_1	36	36
power by group through the flow:
stage / combinational [mW] / sequential [mW] / clock [mW]
after CTS: 0.487 / 1.79 / 1.49
final: 0.477 / 1.79 / 1.45
after global routing: 0.535 / 1.79 / 1.54
synthesized netlist by cell type, types with 3 or more instances:
cell / instances / area [um^2]
or2_2: 4 / 25.0
a22oi_1: 9 / 67.6
nand2_1: 96 / 360
a211oi_1: 3 / 22.5
o41ai_1: 4 / 35.0
o211ai_1: 5 / 37.5
inv_1: 27 / 101
o22ai_1: 5 / 31.3
mux4_2: 17 / 383
nor4_1: 34 / 213
nor2_1: 149 / 559
nand2b_1: 15 / 93.8
nand4_1: 26 / 163
nand3_1: 66 / 330
o31ai_1: 13 / 97.6
mux2_2: 7 / 78.8
o21ai_1: 3 / 15.0
xnor2_1: 36 / 315
a221oi_1: 10 / 87.6
nor2b_1: 14 / 87.6
xor2_1: 59 / 517
ha_1: 14 / 175
and3_1: 34 / 213
or3_1: 25 / 156
a31oi_1: 7 / 43.8
and2_1: 23 / 144
clkbuf_1: 64 / 240
mux2_1: 5 / 56.3
and4_1: 6 / 52.6
or4_1: 3 / 22.5
o21ai_0: 85 / 425
mux2i_1: 30 / 300
o31a_1: 3 / 26.3
a21oi_1: 48 / 240
nor3_1: 19 / 95.1
edfxtp_1: 308 / 9250
cell type report:
type,instances,area share (%)
Tap cell,511,3.71
Sequential cell,310,53.8
Multi-Input combinational cell,907,33.7
Clock inverter,25,1.27
Timing Repair Buffer,33,1.71
Inverter,27,0.587
Clock buffer,39,5.16
metal layers:
layer  vias to the layer above  share of wire, %  GRT usage [%]
met5                         -                 0              0
li1                       4928                 -              -
met1                      4808                45           26.7
met4                         0               1.8           3.13
met3                        40               6.9           5.71
met2                       267                46           25.5
how the worst max path moves through the flow:
stage               to  slack, ps  cells past startpoint
CTS           r.rsr[1]       4140                     11
global route  r.rsr[4]       3840                     11
finish        r.rsr[7]       4100                     11
cells by family (layout without fill, tap and decap cells):
kind of cell	after synthesis	count (layout)	share of synthesized area (%)
XOR/XNOR	95	95	5.38
buffers and inverters	96	124	2.37
adder cells (fa/ha/maj)	14	14	1.13
AND-OR/OR-AND	211	211	8.26
flip-flops	310	310	60.1
AND/OR/NAND/NOR	526	526	17.3
multiplexers	61	61	5.49
Power and IR drop assume default switching activity.
